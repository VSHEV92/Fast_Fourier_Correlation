[design/flow/run.sh]
#!/bin/bash
# OpenROAD 26Q1-2900-gdf79404cd8, Yosys 0.63+post, stock flow scripts
make -C /OpenROAD-flow-scripts/flow DESIGN_CONFIG=/design/flow/config.mk WORK_HOME=/design/flow/orfs finish
[design/flow/config.mk]
export PLATFORM = sky130hd
export DESIGN_NAME = Control_FSM
export DESIGN_NICKNAME = Control_FSM
export VERILOG_FILES = /design/flow/design.v
export SDC_FILE = /design/flow/constraint.sdc
export NUM_CORES = 4
export LEC_CHECK = 1
export CORE_AREA = 10 10 79 79
export DIE_AREA = 0 0 89 89
[design/flow/constraint.sdc]
current_design Control_FSM

set clk_period 3.7
set clk_io_pct 0.2

create_clock -name clk0 -period $clk_period [get_ports {aclk}]

set non_clock_inputs [all_inputs -no_clocks]
set_input_delay [expr $clk_period * $clk_io_pct] -clock clk0 $non_clock_inputs
set_output_delay [expr $clk_period * $clk_io_pct] -clock clk0 [all_outputs]
[design/flow/design.v]
interface AXIS_intf
    #(
        parameter int TDATA_WIDTH = 32
    )
    ();
    bit tready;
    bit tvalid;
    bit [TDATA_WIDTH-1:0] tdata;
    modport Master (
        output tdata, tvalid,
        input  tready
    );
    modport Slave (
        input  tdata, tvalid,
        output tready
    );
endinterface
interface Aclk_Aresetn_intf(
    input bit aclk,
    input bit aresetn
);
endinterface
module Control_FSM 
(
    input  logic aclk,
    input  logic aresetn,
    input  logic start,
    output logic fwd_inv,
    input  logic FFT_IP_tlast,
    output logic FFT_Config_Start,
    input  logic FFT_Config_Done,
    output logic Recv_F1_Start,
    output logic Recv_F2_Start,
    input  logic Recv_F2_Done,
    output logic Read_BRAM_Start,
    input  logic Read_BRAM_Done,
    output logic Out_Block_Start,
    input  logic Out_Block_Done,
    output logic [1:0] Mux_Sel,
    output logic [1:0] Demux_Sel,
    output logic idle
);
    enum {IDLE, CONFIG_FWD, TRANS_START, TRAN_F1_READ_F2, TRAN_F1_DONE, READ_F2_DONE, TRAN_F2, RD_BRAM_DONE, CONFIG_INV, OUT_DATA} state;
    always_ff @(posedge aclk)
        if (!aresetn)
            state <= IDLE;
        else 
            unique case (state)
                IDLE: 
                    state <= start ? CONFIG_FWD : IDLE;
                CONFIG_FWD:
                    state <= FFT_Config_Done ? TRANS_START : CONFIG_FWD;
                TRANS_START:
                    state <= TRAN_F1_READ_F2;
                TRAN_F1_READ_F2:
                    if (Recv_F2_Done && !FFT_IP_tlast)
                        state <= READ_F2_DONE;
                    else if (!Recv_F2_Done && FFT_IP_tlast)
                        state <= TRAN_F1_DONE;
                    else if (Recv_F2_Done && FFT_IP_tlast)
                        state <= TRAN_F2;
                READ_F2_DONE:
                    state <= FFT_IP_tlast ? TRAN_F2 : READ_F2_DONE;
                TRAN_F1_DONE:
                    state <= Recv_F2_Done ? TRAN_F2 : TRAN_F1_DONE;
                TRAN_F2:
                    state <= Read_BRAM_Done ? RD_BRAM_DONE : TRAN_F2;
                RD_BRAM_DONE:
                    state <= FFT_IP_tlast ? CONFIG_INV : RD_BRAM_DONE;
                CONFIG_INV:
                    state <= FFT_Config_Done ? OUT_DATA : CONFIG_INV;
                OUT_DATA:
                    state <= Out_Block_Done ? IDLE : OUT_DATA;            
            endcase
    assign fwd_inv = (state == CONFIG_FWD);
    assign FFT_Config_Start = (state == CONFIG_FWD) | (state == CONFIG_INV);
    assign Recv_F1_Start = (state == TRANS_START);
    assign Recv_F2_Start = (state == TRANS_START);
    assign Read_BRAM_Start = (state == TRAN_F2);
    assign Out_Block_Start = (state == OUT_DATA);
    assign idle = (state == IDLE);
    always_comb
        unique case(state)
            IDLE, CONFIG_FWD, CONFIG_INV: Mux_Sel = 2'b00;
            TRAN_F1_READ_F2, READ_F2_DONE, TRAN_F1_DONE, TRANS_START: Mux_Sel = 2'b01;
            TRAN_F2, RD_BRAM_DONE: Mux_Sel = 2'b10;
            OUT_DATA: Mux_Sel = 2'b11;
        endcase 
    always_comb
        unique case(state)
            OUT_DATA: Demux_Sel = 2'b00;
            IDLE, CONFIG_FWD, TRAN_F1_READ_F2, READ_F2_DONE, TRAN_F1_DONE, TRANS_START: Demux_Sel = 2'b01;
            CONFIG_INV, TRAN_F2, RD_BRAM_DONE: Demux_Sel = 2'b10;
        endcase 
endmodule
==> deck_impl_summary.md <==
Flow Results at a Glance

Power
  – Sw Ratio: 0.228
  – Peak supply drop: 179 µV
  – Comb power frac: 0.176
  – Leakage Power: 0.335 nW
  – Flop pwr share: 0.398
  – P per Cell Area: 265 nW/µm²
  – Clock network fraction of design power: 0.426
  – Cell internal pwr: 0.183 mW
  – Switch Pwr: 0.0542 mW

Final timing
  – Setup-failing EPs final: 0
  – Post-route clock skew: 0.00249 ns
  – Final WS setup: 0.855 ns
  – Tcrit/Tclk final: 0.769
  – Tmin final: 2.85 ns
  – Hold Fails Final Rpt: 0
  – Headroom to the max-slew limit: 0.553
  – RSZ-0062 raised after global routing: no
  – Fin Hold WS: 0.798 ns
  – Peak Freq: 351 MHz
  – Setup TNS Final: 0 ns
  – Least-Margin Pin Slew: 0.670 ns
  – Slew Limit Fails: 0

Cells and area
  – Commonest non-fill, non-tap cells in the layout: clkdlybuf4s50_1 (18), dfxtp_1 (8), a21oi_1 (6), inv_1 (5)
  – Share of layout cells above drive strength 1: 0.0870
  – Multi-input gate area: 429 µm²
  – P&R area growth vs syn: 35.5%
  – Reg area: 160 µm²
  – Top cell excl fill/tap: clkdlybuf4s50_1
  – Fillers: 500

Placed design
  – Post-DP HPWL: 1300 µm
  – IO buf count: 18
  – Dpl ws: 0.615 ns
  – Placer Congestion: 0.750

Die
  – Fp util: 0.142
  – Top Ports: 19
  – Rows: 25
  – Width of the die: 89 µm
  – CORE AREA: 4660 µm²
  – Die Ht: 89 µm
  – Chip Area: 7920 µm²

Clock network
  – Hold buffer count at CTS: 0
  – CTS root buf: clkbuf_8
  – # resized after CTS: 0
  – Clk sinks: 8
  – Skew-Pair Late Insertion Delay: 0.22 ns
  – H-tree levels: 1
  – Reg clk slew, reported paths: 0.04 ns
  – Post-CTS setup buffer count: 0
  – CTS buffer count: 3
  – CTS tree: yes
  – CTS Buffer Depth: 2

Logic synthesis
  – Mean Syn Cell Area: 8.49 µm²
  – Register share after synthesis: 0.242
  – Cell count in the Yosys report: 78
  – Yosys stat chip area: 662 µm²
  – Area leader, netlist: dfxtp_1
  – FF+latch count, synth: 8
  – Area leader share: 0.242
  – Gate count after technology mapping: 78
  – Post-Synthesis Cell Area: 662 µm²
  – Yosys warning tally: 1
  – Synth cell types: 35
  – Top cells by area: dfxtp_1 (24%), ha_1 (7.6%), buf_4 (5.7%)

Routing
  – Diodes inserted: 0
  – WL/cell: 11.9 µm
  – Via Count: 624
  – WL final: 1730 µm
  – TritonRoute pass-1 iters: 4
  – Initial DRC Count: 111
  – Vias per cell: 4.27
  – Final ANT Viol Nets: 0
  – DRC viols: 0

Setup path
  – Worst-path cell chain: clkdlybuf4s50_1, inv_1, ha_1, a21oi_1, o21ai_0, a21oi_1, o41ai_1, ha_1, inv_1, o22ai_1
  – Worst Setup Path Type: in2reg
  – Worst path max stage delay: 0.65 ns
  – Critical path's slowest cell: clkdlybuf4s50_1
  – Worst setup SP type: input port
  – CP Capture Type: flop
  – Worst Path Max Fanout: 8
  – CP arrival: 2.94 ns
  – Critical path required time: 3.80 ns

Min path
  – HP Class: reg2reg

Job
  – # Max-Cap Violations: 0
  – Tool Warnings: 27

Global routing
  – First-pass GRT wire length: 2700 µm
  – Vias in the first global route: 551
  – Largest net degree at the start of global routing: 23
  – Overflow after GRT: 0
  – Gr usage total: 0.0428
  – Initial antenna violation count: 0

Run status
  – Outcome: finished clean
-- Yosys cell counts, drive strengths merged --
master	instances
a311oi	3
xnor2	1
o2111ai	2
and3	2
dfxtp	8
or2	1
nor4	2
inv	5
nor3b	1
a32o	1
o211a	1
and4bb	1
nor4b	1
o22a	2
o21a	1
and3b	1
or3	1
nand2b	2
and2b	1
o21ai	4
nand4bb	1
nand3b	1
ha	4
buf	7
a21oi	6
nand4b	2
nand3	2
o22ai	2
nand2	4
nor3	2
o41ai	2
nor2	4
-- per-layer routing --
layer	track usage	vias to the layer above	part of all wire
li1	-	325	-
met1	0.0631	287	0.51
met2	0.0605	10	0.43
met3	0.0119	2	0.055
met4	0.00867	0	0.0069
met5	0	-	0
-- flip-flops by register name (all words and copies together) (netlist names) --
signal     cells
state          4
Demux_Sel      2
Mux_Sel        2
-- metrics by stage --
stage,total power [mW],util,cells,area [µm²]
floorplan,0.116,-,78,662
global placement,0.138,0.184,143,856
detailed placement,0.138,0.184,143,856
CTS,0.242,0.192,146,897
global route,0.253,0.192,146,897
finish,0.238,0.192,146,897
-- layout make-up --
cell class | count | share of cell area
multi-input combinational | 58 | 0.478
tap | 54 | 0.0753
timing repair buffer | 18 | 0.201
inverter | 5 | 0.0209
clock buffer | 3 | 0.0460
sequential | 8 | 0.179
-- final timing paths --
kind / from / end / slack (ns) / depth (start not counted)
hold reg to reg: state[1] / state[1] / 0.80 / 2
hold / removal: state[1] / state[1] / 0.80 / 2
setup / recovery: FFT_IP_tlast / Mux_Sel[0] / 0.85 / 10
setup reg to reg: state[1] / Mux_Sel[0] / 1.64 / 6
-- cells by family after synthesis --
kind of cell	share of synthesized area
buf+inv	0.110
flops	0.242
simple gates	0.282
compound gates	0.278
fa+ha+maj	0.0756
xor+xnor	0.0132
-- critical path: cells and delay by family --
family	cells	cell delay [ns]
AND-OR/OR-AND	5	0.77
adder cells (fa/ha/maj)	2	0.64
buffers and inverters	3	0.79
-- power by group through the flow --
stage	combinational, mW	sequential [mW]	clock (mW)
4_1_cts	0.0424	0.0945	0.105
5_1_grt	0.0461	0.0953	0.112
6_report	0.0418	0.0945	0.101
No activity file was given, so power comes from the tool's default toggle rates.
